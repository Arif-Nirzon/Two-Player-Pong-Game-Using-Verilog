==> design/flow/design.v <==
module clock_divider(
    input clk_in,              
    output reg clk_out = 0    
);
    reg [13:0] counter = 0;    
    always @(posedge clk_in) begin
        if (counter == 14'd9999) begin
            clk_out <= ~clk_out;   
            counter <= 0;          
        end else begin
            counter <= counter + 1;  
        end
    end
endmodule
==> design/flow/run.sh <==
#!/bin/bash
# OpenROAD 26Q1-2900-gdf79404cd8, Yosys 0.63+post, stock flow scripts
make -C /OpenROAD-flow-scripts/flow DESIGN_CONFIG=/design/flow/config.mk WORK_HOME=/design/flow/orfs finish
==> design/flow/config.mk <==
export PLATFORM = sky130hd
export DESIGN_NAME = clock_divider
export DESIGN_NICKNAME = clock_divider
export VERILOG_FILES = /design/flow/design.v
export SDC_FILE = /design/flow/constraint.sdc
export NUM_CORES = 4
export LEC_CHECK = 1
export CORE_AREA = 10 10 70 70
export DIE_AREA = 0 0 80 80
==> design/flow/constraint.sdc <==
current_design clock_divider

set clk_period 2.5
set clk_io_pct 0.2

create_clock -name clk0 -period $clk_period [get_ports {clk_in}]

set non_clock_inputs [all_inputs -no_clocks]
set_input_delay [expr $clk_period * $clk_io_pct] -clock clk0 $non_clock_inputs
set_output_delay [expr $clk_period * $clk_io_pct] -clock clk0 [all_outputs]
==> CHANGELOG.md <==
## Flow update

- Status: finished, final reports clean
- Asr flop ratio synth: 0%
- DR vias/cell: 3.96
- Vias in the first global route: 405
- Depth of the CTS H-tree: 1
- DRC: 0
- Tool warnings: 25
- 1st-pass router iterations: 4
- Root Driver: clkbuf_4
- Fin util: 21.0%
- Synth warn: 1
- Cts bufs inserted: 3
- Hold crit path type: register to register
- Sink Count: 15
- CP max-delay cell: or4_4
- Static leakage power: 0.251 nW
- Post-CTS Setup Bufs: 0
- Top Layout Cells: 14 x dfxtp_1, 8 x nor2_1, 6 x nand4_1, 6 x xnor2_1, 5 x xor2_1
- Gate Count Post-Synth: 64
- TritonCTS clock tree: yes
- Yosys stat cell total: 64
- Post-CTS Resized: 0
- Routed WL: 962 um
- Placed insts: 110
- Sequential Area: 310 um2
- Die height: 80 um
- Top cell excl fill/tap: dfxtp_1
- MaxCap Viol Count: 0
- Clock Skews: 0.00100 ns
- Post-cts hold buffer count: 0
- Port buffer count: 1
- Power per standard cell area: 520 nW/um2
- WS Path Type: register to register
- Ratio of cells with drive above 1 in the final layout: 7.35%
- Pin slew with the least headroom to its limit: 0.466 ns
- Iter 0 DRT Violations: 18
- Critical-path maximum fanout: 8
- Comb area: 303 um2
- CTS Buffer Depth: 2
- DIE AREA: 6400 um2
- Final setup TNS: 0 ns
- Synth cell types: 21
- First-pass GRT wire length: 1.68 mm
- Final antenna-violating net count: 0
- R2r endpoint: counter[10]
- FF-to-FF Start: counter[5]
- FMAX: 0.601 GHz
- Fill cell count: 388
- WHS Endpoint: counter[0]
- Mapped cell area: 628 um2
- Synth flops: 15
- Crit path capture type: register
- FP Core Util: 18.4%
- Final hold vios: 0
- Crit path largest cell delay: 0.55 ns
- Hold path start: counter[0]
- Reg2Reg Setup Slack: 0.84 ns
- Largest net degree at the start of global routing: 9
- Syn-to-layout area delta: 14.3%
- Final Setup Violations: 0
- Chip width: 80 um
- Post-synth seq share: 49.4%
- Post-Syn Area per Cell: 9.81 um2
- R2R depth: 3
- Row count: 21
- Ant diodes: 0
- Max-Slew Margin vs Limit: 68.7%
- # IOs: 2
- Fin crit period: 1.66 ns
- Routability congestion estimate: 0.796
- RSZ-0062 raised after global routing: false
- Design Power: 0.373 mW
- Main flop type: dfxtp_1
- Cells along the critical path: or4_4, nor4_4, nor3_1
- CP arrival: 1.81 ns
- Crit start category: register
- Finished Layout Cells: 114
- Number of synthesized flops with an enable pin: 1
- Initial antenna violation count: 0
- Total number of vias: 451
- Worst Path Required: 2.65 ns
- Period utilisation layout: 66.5%
- Hpwl dp: 743 um
- Yosys chip area: 628 um2
- Hold Crit Depth: 1
- Clock-pin slew of the registers on the worst-case setup and hold paths: 0.08 ns
- GRT Overall Usage: 3.18%
- VDD IR max: 0.151 mV
- Slew Limit Fails: 0
- GRT overflow: 0
- Clk latency late pin: 0.27 ns
- Core footprint: 3420 um2
- DR WL/cell: 8.44 um
final cells by class:
type | instances | share of cell area (%)
clock buffer | 4 | 3.66
multi-input combinational | 45 | 42.2
inverter | 3 | 1.57
sequential | 15 | 43.2
timing repair buffer | 1 | 1.39
tap | 46 | 8.01
flip-flops by register name, summed over array words and instances, names as in the netlist:
register / cells
counter: 14
clk_out: 1
where the power goes:
part | internal (mW) | switching [mW] | leakage (nW)
Sequential | 0.241 | 0 | 0.124
Combinational | 0 | 0 | 0.112
Clock | 0.0618 | 0.0706 | 0.0150
worst max-delay path, delay by kind of cell, from the launching register on:
kind	cells	cell delay, ns
flip-flops	1	0.37
AND/OR/NAND/NOR	3	1.16
how the worst max path moves through the flow:
stage	startpoint	end	slack (ns)	cells past startpoint
final	counter[5]	counter[10]	0.84	3
after global routing	counter[5]	counter[10]	0.74	3
after CTS	counter[5]	counter[10]	0.81	3
metrics by stage:
| step | setup slack [ns] | cell area, um2 | hold WS [ns] |
|---|---|---|---|
| 6_report | 0.836 | 718 | 0.484 |
| 5_1_grt | 0.743 | 718 | 0.517 |
| 4_1_cts | 0.810 | 718 | 0.492 |
| 3_5_place_dp | 0.821 | 692 | 0.472 |
| 3_3_place_gp | 0.892 | 692 | 0.468 |
| 2_1_floorplan | 0.982 | 628 | 0.437 |
synthesized netlist by cell type, types with 2 or more instances:
| master | number | area share (%) |
|---|---|---|
| dfxtp_1 | 14 | 45 |
| inv_1 | 3 | 1.8 |
| nand2_1 | 3 | 1.8 |
| nand3_1 | 3 | 2.4 |
| nand4_1 | 6 | 6.0 |
| nor2_1 | 8 | 4.8 |
| nor3_1 | 3 | 2.4 |
| nor4_1 | 2 | 2.0 |
| xnor2_1 | 6 | 8.4 |
| xor2_1 | 5 | 7.0 |
cells by family (layout without fill, tap and decap cells):
logic type / count (synthesis) / in the layout / share of synthesized area (%)
and+or+nand+nor: 31 / 31 / 28.5
DFF: 15 / 15 / 49.4
AOI/OAI and AO/OA: 1 / 1 / 0.796
xor gates and xnor gates: 11 / 11 / 15.3
buffers and inverters: 4 / 8 / 2.39
adders and majority gates: 1 / 1 / 1.99
muxes: 1 / 1 / 1.59
metal layers:
metal	vias up	global-route usage (%)	share of wire (%)
met5	-	0	0
met4	0	0.352	0
met3	0	1.93	7.5
met2	6	4.57	44
met1	211	4.08	49
li1	234	-	-
Power is estimated from default activity; no workload was simulated.
