==> flow/config.mk <==
export PLATFORM = sky130hd
export DESIGN_NAME = clock_divider_10
export DESIGN_NICKNAME = clock_divider_10
export VERILOG_FILES = /design/flow/design.v
export SDC_FILE = /design/flow/constraint.sdc
export NUM_CORES = 4
export LEC_CHECK = 1
export CORE_AREA = 10 10 80 80
export DIE_AREA = 0 0 90 90
==> flow/constraint.sdc <==
current_design clock_divider_10

set clk_period 3.8
set clk_io_pct 0.2

create_clock -name clk0 -period $clk_period [get_ports {clk_in}]

set non_clock_inputs [all_inputs -no_clocks]
set_input_delay [expr $clk_period * $clk_io_pct] -clock clk0 $non_clock_inputs
set_output_delay [expr $clk_period * $clk_io_pct] -clock clk0 [all_outputs]
==> flow/design.v <==
module clock_divider_10(
    input clk_in,              
    output reg clk_out = 0,    
    output wire counter_0      
);
    reg [20:0] counter = 0;    
    always @(posedge clk_in) begin
        if (counter == 21'd999980) begin
            clk_out <= ~clk_out;   
            counter <= 0;          
        end else begin
            counter <= counter + 1;  
        end
    end
    assign counter_0 = counter[0];
endmodule
==> flow/run.sh <==
#!/bin/bash
# OpenROAD 26Q1-2900-gdf79404cd8, Yosys 0.63+post, stock flow scripts
make -C /OpenROAD-flow-scripts/flow DESIGN_CONFIG=/design/flow/config.mk WORK_HOME=/design/flow/orfs finish
==> run summary <==
flow finished, numbers: CTS Hold Bufs 0, HP Class flip-flop to flip-flop, final core utilization 24.0%, H-tree depth 1, number of antenna violations at the first check in global routing 0, RSZ-0062 raised after global routing no, total power 448 uW, cell-by-cell trace of the critical path clkdlybuf4s50_1, worst clock skew 0.00529 ns, maximum fanout encountered on the critical timing path 6, die width 90 um, number of antenna repair diodes 0, Slew headroom 56.5%, synthesis warning total 1, count of final max-slew check failures 0, top-level port count 3, kind of cell adding the most delay to the critical path buffers and inverters, remaining antenna violation count 0, Yosys cell types 29, most frequent logic cell in the layout sky130_fd_sc_hd__dfxtp_1, maximum capacitance violations 0, Resize count post-CTS 0, slowest stage delay, CP 0.51 ns, Detail Placement HPWL 1.19 mm, number of warnings the tools reported 26, part of the power in combinational logic 0%, Inserted Clock Buffers 3, result of the run finished, final reports clean, leakage power summed over all cells 0.000391 uW, Switching Fraction 16.8%, insertion delay at the late pin of the worst-skew pair 0.26 ns, Mapped Area 962 um^2, VDD IR max 228 uV, kind of end point of the critical path output port, Reg clk slew, reported paths 0.08 ns, minimum period implied by the final worst setup slack 1.98 ns, reported net switching power 75.4 uW, uppermost layer routed met4, Area growth, synth to finish 17.9%, simple logic cell fraction of the synthesized area 28.7%, wire length on met1 871 um, chip area line of the yosys report 962 um^2, combined global-route utilization of all metal layers 4.12%, power per cell area 395 nW/um^2, Crit Path Category flip-flop to output port, internal cell power 372 uW, via count of the first global-routing pass 611, final hold violation count 0, pin count of the biggest net entering global routing 14, gate count after technology mapping 102, CTS Root Cell sky130_fd_sc_hd__clkbuf_8, number of buffers inserted to repair setup after CTS 0, overall overflow remaining after global route 0, port bufs 2, synthesized-area fraction occupied by xor and xnor cells 14.6%, fin crit share 52.2%, register area share after synthesis 46.8%, wire length of the first global-routing pass 2.86 mm, slew of the pin with the lowest slew margin 0.648 ns, met3 layer wire length in the routed design 101 um, maximum count of clock buffers along a single path 2, Post-Place Setup Slack 1.82 ns, proportion of synthesized flip-flops having asynchronous set or reset 0%, highest-count cells in the layout ignoring fill and taps sky130_fd_sc_hd__dfxtp_1 (21), sky130_fd_sc_hd__nor2_1 (14), sky130_fd_sc_hd__xnor2_1 (11), adder-cell share of the synthesized area 2.60%, fraction of layout cells with a size suffix above 1 9.35%, main logic family after synthesis simple AND/OR/NAND/NOR gates, met2 WL 694 um, share of power burned in registers 51.7%, complex-gate fraction of the synthesized area 4.29%, Dominant flop cell sky130_fd_sc_hd__dfxtp_1, cell total in the yosys stat output 102, Post-Route Setup TNS 0 ns, # rows 25, weighted congestion at the end of routability-driven global placement 0.825, final setup violating endpoints 0, ratio of routed vias to standard cells 4.01, detailed-route DRC error count 0, average cell area after synthesis 9.43 um^2, category of the worst setup path launch point flip-flop, Req. time, crit path 3.04 ns, chip area 8100 um^2, initial core utilization 20.4%, post-layout worst setup margin 1.82 ns, routed length per instance 9.68 um, post-synthesis register bit count 22, height of the die 90 um, mux contribution to synthesized area 0%, Clk pwr share 48.3%, sum of buffers and inverters on the critical path 1, number of search-and-repair iterations in the first detailed-routing pass 4, cell with the largest stage delay on the worst path sky130_fd_sc_hd__clkdlybuf4s50_1, total core area 4720 um^2, TritonCTS clock tree done, signal arrival time at the worst endpoint 1.22 ns, fmax 0.504 GHz, number of vias after detailed routing 697, number of DRC markers in iteration 0 37, total length of routed wires 1.68 mm, number of enable flip-flop cells 1, clock sink count 22
==> kinds of logic after synthesis <==
kind of cell | after synthesis
and+or+nand+nor | 49
buffers and inverters | 7
AOI/OAI and AO/OA | 6
adders and majority gates | 2
DFF | 22
xor gates and xnor gates | 16
==> final cells by class <==
| cell class | count | area, um^2 |
|---|---|---|
| Sequential cell | 22 | 450 |
| Inverter | 5 | 18.8 |
| Clock inverter | 1 | 30.0 |
| Tap cell | 67 | 83.8 |
| Timing Repair Buffer | 3 | 27.5 |
| Multi-Input combinational cell | 73 | 483 |
| Fill cell | 498 | 3590 |
| Clock buffer | 3 | 41.3 |
==> stage by stage <==
stage	hold WS, ns	std cells	cell area, um^2
floorplan	0.434	102	962
global placement	0.455	170	1060
detailed placement	0.456	170	1060
CTS	0.474	174	1130
global route	0.509	174	1130
finish	0.468	174	1130
==> sequential cells by signal, indices dropped and copies added (netlist names) <==
signal	count
clk_out	1
counter	21
==> worst paths after layout <==
kind / from / to / slack (ns) / depth (start not counted)
worst min-delay path: counter[20] / counter[20] / 0.47 / 1
worst max register to register: counter[0] / counter[5] / 1.83 / 7
worst min register to register: counter[20] / counter[20] / 0.47 / 1
worst max-delay path: counter[0] / counter_0 / 1.82 / 1
==> Yosys cell counts, types with 2 or more instances <==
cell type,count,share of area [%]
sky130_fd_sc_hd__inv_1,5,2.0
sky130_fd_sc_hd__nand3_1,5,2.6
sky130_fd_sc_hd__dfxtp_1,21,44
sky130_fd_sc_hd__and4_1,3,2.7
sky130_fd_sc_hd__buf_2,2,1.0
sky130_fd_sc_hd__nand2_1,7,2.7
sky130_fd_sc_hd__ha_1,2,2.6
sky130_fd_sc_hd__nor3_1,3,1.6
sky130_fd_sc_hd__nand4_1,4,2.6
sky130_fd_sc_hd__nor2_1,14,5.5
sky130_fd_sc_hd__or3_1,2,1.3
sky130_fd_sc_hd__xnor2_1,11,10
sky130_fd_sc_hd__nor4_1,2,1.3
sky130_fd_sc_hd__xor2_1,5,4.6
sky130_fd_sc_hd__a21oi_1,2,1.0
==> routing by layer <==
layer / track usage, % / up-vias
met4: 0.531 / 0
met5: 0 / -
met3: 1.59 / 2
met2: 5.87 / 12
met1: 5.90 / 320
li1: - / 363
==> power groups by stage <==
stage / registers, uW / clock network, uW / logic (uW)
after CTS: 232 / 221 / 0.000174
after global routing: 232 / 232 / 0.000174
final: 232 / 216 / 0.000174
Power figures rest on the tool's default switching activity, not on a simulated workload.
